## /design/flow/design.v

```verilog
module ALSU(A, B, cin, serial_in, red_op_A, red_op_B, opcode, bypass_A, bypass_B, clk, rst, direction, leds, out);
parameter INPUT_PRIORITY = "A";
parameter FULL_ADDER = "ON";
input clk, rst, cin, red_op_A, red_op_B, bypass_A, bypass_B, direction, serial_in;
input [2:0] opcode;
input [2:0] A, B;
output reg [15:0] leds;
output reg [5:0] out;
reg cin_reg, red_op_A_reg, red_op_B_reg, bypass_A_reg, bypass_B_reg, direction_reg, serial_in_reg;
reg [2:0] opcode_reg, A_reg, B_reg;
wire invalid_red_op, invalid_opcode, invalid;
assign invalid_red_op = (red_op_A_reg | red_op_B_reg) & (opcode_reg[1] | opcode_reg[2]);
assign invalid_opcode = opcode_reg[1] & opcode_reg[2];
assign invalid = invalid_red_op | invalid_opcode;
always @(posedge clk or posedge rst) begin
  if(rst) begin
     cin_reg <= 0;
     red_op_B_reg <= 0;
     red_op_A_reg <= 0;
     bypass_B_reg <= 0;
     bypass_A_reg <= 0;
     direction_reg <= 0;
     serial_in_reg <= 0;
     opcode_reg <= 0;
     A_reg <= 0;
     B_reg <= 0;
  end else begin
     cin_reg <= cin;
     red_op_B_reg <= red_op_B;
     red_op_A_reg <= red_op_A;
     bypass_B_reg <= bypass_B;
     bypass_A_reg <= bypass_A;
     direction_reg <= direction;
     serial_in_reg <= serial_in;
     opcode_reg <= opcode;
     A_reg <= A;
     B_reg <= B;
  end
end
always @(posedge clk or posedge rst) begin
  if(rst) begin
     leds <= 0;
  end else begin
      if (invalid)
        leds <= ~leds;
      else
        leds <= 0;
  end
end
always @(posedge clk or posedge rst) begin
  if(rst) begin
    out <= 0;
  end
  else begin
    if (invalid) 
        out <= 0;
    else if (bypass_A_reg && bypass_B_reg)
      out <= (INPUT_PRIORITY == "A")? A_reg: B_reg;
    else if (bypass_A_reg)
      out <= A_reg;
    else if (bypass_B_reg)
      out <= B_reg;
    else begin
        case (opcode_reg)
          3'h0: begin 
            if (red_op_A_reg && red_op_B_reg)
              out <= (INPUT_PRIORITY == "A")? |A_reg: |B_reg;
            else if (red_op_A_reg) 
              out <= |A_reg;
            else if (red_op_B_reg)
              out <= |B_reg;
            else 
              out <= A_reg | B_reg;
          end
          3'h1: begin
            if (red_op_A_reg && red_op_B_reg)
              out <= (INPUT_PRIORITY == "A")? ^A_reg: ^B_reg;
            else if (red_op_A_reg) 
              out <= ^A_reg;
            else if (red_op_B_reg)
              out <= ^B_reg;
            else 
              out <= A_reg ^ B_reg;
          end
          3'h2: begin
            if (FULL_ADDER == "ON") begin
              out <= A_reg+B_reg+cin_reg;
            end else begin
              out <= A_reg+B_reg;
            end
          end
          3'h3: out <= A_reg * B_reg;
          3'h4: begin
            if (direction_reg)
              out <= {out[4:0], serial_in_reg};
            else
              out <= {serial_in_reg, out[5:1]};
          end
          3'h5: begin
            if (direction_reg)
              out <= {out[4:0], out[5]};
            else
              out <= {out[0], out[5:1]};
          end
        endcase
    end 
  end
end
endmodule
```

## /design/flow/run.sh

```bash
#!/bin/bash
# OpenROAD 26Q1-2900-gdf79404cd8, Yosys 0.63+post, stock flow scripts
make -C /OpenROAD-flow-scripts/flow DESIGN_CONFIG=/design/flow/config.mk WORK_HOME=/design/flow/orfs finish
```

## /design/flow/config.mk

```make
export PLATFORM = sky130hd
export DESIGN_NAME = ALSU
export DESIGN_NICKNAME = ALSU
export VERILOG_FILES = /design/flow/design.v
export SDC_FILE = /design/flow/constraint.sdc
export NUM_CORES = 4
export LEC_CHECK = 1
export CORE_UTILIZATION = 30
```

## /design/flow/constraint.sdc

```tcl
current_design ALSU

set clk_period 2.3
set clk_io_pct 0.2

create_clock -name clk0 -period $clk_period [get_ports {clk}]

set non_clock_inputs [all_inputs -no_clocks]
set_input_delay [expr $clk_period * $clk_io_pct] -clock clk0 $non_clock_inputs
set_output_delay [expr $clk_period * $clk_io_pct] -clock clk0 [all_outputs]
```

==> job_summary.md <==
## Synthesis and layout report

| Metric | Value |
|---|---|
| Type of origin of the critical path | register |
| Syn Std Cell Area | 1920 µm² |
| Reg area | between 900 and 1000 µm² |
| Placed cell area | 2390 µm² |
| Power Density | 674 nW/µm² |
| Biggest regs | leds: 16 flops, out: 6 flops |
| Largest reg by FF count | leds |
| Hold Path Class | register to register |
| Vert. Die Dim | about 80 µm |
| Worst IR Drop VDD | 0.000420 V |
| Vias | 1,327 |
| Synth Warn # | 1 |
| Final hold viol count | 0 |
| Setup Buffers After CTS | 0 |
| CP endpoint kind | register |
| Area grow syn2layout | 31.4% |
| Seq cells post-synth | 38 |
| Post-CTS resize count | 0 |
| Clock share of power | 39.1% |
| # setup viols final | 0 |
| F_max | between 400 and 500 MHz |
| Psw | roughly 0.38 mW |
| Largest net degree at the start of global routing | 39 |
| Number of standard cells reported by yosys | 171 |
| Wire per inst | 12.8 µm |
| Vias per cell | 4.56 |
| Post-DP HPWL | 2740 µm |
| Chip Width | 82.1 µm |
| Cts-stage hold buffer count | 0 |
| Final Skew | 0.0101 ns |
| Worst-path clk slew | 0.08 ns |
| Mean Syn Cell Area | 11.2 µm² |
| Crit path max fanout | 2 |
| DRC | 0 |
| Finished layout cell area | 2530 µm² |
| Post-Synthesis Cells | 171 |
| CP Class | register to register |
| Most common reg cell | dfrtp_1 |
| Comb power frac | 15.4% |
| FP Core Util | 31.7% |
| RSZ-0062 raised after global routing | false |
| Count of library flops with an enable pin | 0 |
| CTS tree | built |
| Max-Cap Viols | 0 |
| Vias in the first global route | between 1,000 and 1,500 |
| Drt first pass iters | 4 |
| Lkg Pwr | 1.13 nW |
| CTS Buf Count | 5 |
| Final Cycle Share | 95.3% |
| Status | finished clean |
| GRT Util Overall | 12.6% |
| ANT cells | 0 |
| P_int | between 1 and 1.5 mW |
| Layout fillers | around 570 |
| Final max-slew violation count | 0 |
| Clock Sinks | 38 |
| Worst-Margin Slew | 0.539 ns |
| Comb area | 886 µm² |
| Max-slew headroom | 64.1% |
| Tool warnings | 29 |
| First-pass GRT wire length | around 6300 µm |
| Sw Share | 22.3% |
| Worst Path Required | 2.52 ns |
| Seq/Total Area, Yosys | 49.4% |
| GR Overflow Total | 0 |
| Total Power | 1.70 mW |
| Root buf cell | clkbuf_8 |
| # rows | 28 |
| Die ar. | 6730 µm² |
| Port Buffers | 39 |
| Synth unique cells | 41 |
| Clock latency (worst-skew pair) | 0.29 ns |
| Share of layout cells above drive strength 1 | 10.2% |
| Final worst path period need | 2.19 ns |
| Sequential power share | 45.4% |
| Drt total wl | 3730 µm |
| Core area | 6060 µm² |
| Worst EP arrival | 2.41 ns |
| Max reg flops | 16 |
| Initial antenna violation count | 0 |
| Sum Neg Setup Slack | 0 ns |
| RD Place Congestion | ~0.88 |
| Num ports | around 40 |
| Drt first-iter violations | 61 |
| Yosys stat area | 1920 µm² |
| Max H-tree Level | 2 |
| Antenna viol nets, final | 0 |
| Clock buffer depth | 2 |
| Async SR Flop Fraction | 100% |
==> critical path, cell delays in order, from the launching register on <==
cell	delay, ns
dfrtp_1	0.38
ha_1	0.22
xnor2_1	0.16
ha_1	0.25
ha_1	0.23
fa_1	0.48
nor2b_1	0.04
o32a_1	0.28
nor2_1	0.08
==> synthesized netlist by cell type (2+ instances only) <==
cell type	count	area, µm²
dfrtp_1	38	951
mux2i_1	6	60.1
a21o_1	3	22.5
buf_6	3	33.8
buf_2	2	10.0
o21ai_0	2	10.0
o211ai_1	2	15.0
nor2_1	30	113
xnor2_1	3	26.3
a211oi_1	7	52.6
nand2b_1	3	18.8
nor2b_1	3	18.8
ha_1	15	188
inv_1	8	30.0
fa_1	3	60.1
nand3_1	2	10.0
nand2_1	7	26.3
nor3b_1	3	22.5
a21oi_1	8	40.0
o32a_1	2	20.0
==> logic make-up (layout without fill, tap and decap cells) <==
group | Yosys count | count (layout) | synth area share, %
xor gates and xnor gates | 4 | 4 | 1.82
buffers and inverters | 15 | 60 | 4.49
AOI/OAI and AO/OA | 34 | 34 | 13.5
adders and majority gates | 18 | 18 | 12.9
and+or+nand+nor | 55 | 55 | 14.2
muxes | 7 | 7 | 3.71
DFF | 38 | 38 | 49.4
==> path summary, 6_finish.rpt <==
kind | depth (start not counted) | slack, ns | startpoint | end
worst max register to register | 8 | 0.11 | A_reg[1] | out[3]
max in group asynchronous | 3 | 1.38 | rst | B_reg[2]
worst max-delay path | 8 | 0.11 | A_reg[1] | out[3]
worst min register to register | 1 | 0.42 | leds[6] | leds[6]
worst min-delay path | 1 | 0.42 | leds[6] | leds[6]
min in group asynchronous | 3 | 0.59 | rst | leds[10]
==> area by class of cell <==
class | instances | share of cell area [%]
Sequential cell | 38 | 37.6
Multi-Input combinational cell | 118 | 35.1
Timing Repair Buffer | 44 | 16.9
Tap cell | 75 | 3.71
Clock buffer | 5 | 2.72
Clock inverter | 3 | 2.72
Inverter | 8 | 1.19
==> per-layer routing <==
layer  GRT usage [%]  up-vias  wire [µm]
li1                -      674          -
met1            21.5      612       2000
met2            17.1       36       1520
met3            2.82        5        172
met4            1.40        0         34
met5               0        -          0
==> stage by stage <==
step	worst slack, ns	hold WS [ns]	utilization [%]	instances
after floorplan	0.138	0.378	-	171
after global placement	0.153	0.413	39.4	283
after detailed placement	0.119	0.414	39.4	283
after CTS	0.0973	0.425	41.7	291
after global routing	0.00754	0.433	41.7	291
final	0.108	0.422	41.7	291
==> layout by cell type, fill, tap and decap left out, types with 2 or more instances in the layout <==
master           count
clkdlybuf4s50_1     39
dfrtp_1             38
nor2_1              30
ha_1                15
inv_1                8
a21oi_1              8
nand2_1              7
a211oi_1             7
mux2i_1              6
clkbuf_8             5
buf_4                5
xnor2_1              3
nand2b_1             3
a21o_1               3
nor3b_1              3
nor2b_1              3
fa_1                 3
o21ai_0              2
o211ai_1             2
nand3_1              2
o32a_1               2
bufinv_16            2
==> power groups by stage <==
| stage | clock, mW | combinational [mW] | sequential [mW] |
|---|---|---|---|
| finish | 0.666 | 0.263 | 0.774 |
| global route | 0.724 | 0.301 | 0.785 |
| CTS | 0.689 | 0.268 | 0.775 |
Power and IR drop assume default switching activity.
